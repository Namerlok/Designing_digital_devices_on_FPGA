### run.sh
#!/bin/bash
# OpenROAD 26Q1-2900-gdf79404cd8, Yosys 0.63+post, stock flow scripts
make -C /OpenROAD-flow-scripts/flow DESIGN_CONFIG=/design/flow/config.mk WORK_HOME=/design/flow/orfs finish
### config.mk
export PLATFORM = sky130hd
export DESIGN_NAME = sum
export DESIGN_NICKNAME = sum
export VERILOG_FILES = /design/flow/design.v
export SDC_FILE = /design/flow/constraint.sdc
export NUM_CORES = 4
export LEC_CHECK = 1
export CORE_UTILIZATION = 50
### constraint.sdc
current_design sum

set clk_period 3.6
set clk_io_pct 0.2

create_clock -name clk0 -period $clk_period [get_ports {clk}]

set non_clock_inputs [all_inputs -no_clocks]
set_input_delay [expr $clk_period * $clk_io_pct] -clock clk0 $non_clock_inputs
set_output_delay [expr $clk_period * $clk_io_pct] -clock clk0 [all_outputs]
### design.v
module module_hex_to_7seg (
	input wire [3:0] hex,
	output wire up,
	output wire middle,
	output wire bottom,
	output wire bottom_left,
	output wire bottom_right,
	output wire up_left,
	output wire up_right
);
	assign             up = (hex == 4'h1) ? 1'b1 :
		(hex == 4'h4) ? 1'b1 :
		(hex == 4'hb) ? 1'b1 :
		(hex == 4'hd) ? 1'b1 : 1'b0;
	assign         middle = (hex == 4'h0) ? 1'b1 :
		(hex == 4'h1) ? 1'b1 :
		(hex == 4'h7) ? 1'b1 :
		(hex == 4'hc) ? 1'b1 : 1'b0;
	assign         bottom = (hex == 4'h1) ? 1'b1 :
		(hex == 4'h4) ? 1'b1 :
		(hex == 4'h7) ? 1'b1 :
		(hex == 4'ha) ? 1'b1 :
		(hex == 4'hf) ? 1'b1 : 1'b0;
	assign    bottom_left = (hex == 4'h1) ? 1'b1 :
		(hex == 4'h3) ? 1'b1 :
		(hex == 4'h4) ? 1'b1 :
		(hex == 4'h5) ? 1'b1 :
		(hex == 4'h7) ? 1'b1 :
		(hex == 4'h9) ? 1'b1 : 1'b0;
	assign   bottom_right = (hex == 4'h2) ? 1'b1 :
		(hex == 4'hc) ? 1'b1 :
		(hex == 4'he) ? 1'b1 :
		(hex == 4'hf) ? 1'b1 : 1'b0;
	assign        up_left = (hex == 4'h1) ? 1'b1 :
		(hex == 4'h2) ? 1'b1 :
		(hex == 4'h3) ? 1'b1 :
		(hex == 4'h7) ? 1'b1 :
		(hex == 4'hd) ? 1'b1 : 1'b0;
	assign       up_right = (hex == 4'h5) ? 1'b1 :
		(hex == 4'h6) ? 1'b1 :
		(hex == 4'hb) ? 1'b1 :
		(hex == 4'hc) ? 1'b1 :
		(hex == 4'he) ? 1'b1 :
		(hex == 4'hf) ? 1'b1 : 1'b0;
	endmodule
module sum (
	input wire btn_reset,
	input wire clk,
	input wire btn_sum,
	input wire [7:0] sw_load_a_raw,
	input wire [7:0] sw_load_b_raw,
	output wire [7:0] leds_red_a,
	output wire [7:0] leds_red_b,
	output wire [7:0] leds_green_sum,
	output reg led_overflow,
	output wire a_low_seg7_up,
	output wire a_low_seg7_middle,
	output wire a_low_seg7_bottom,
	output wire a_low_seg7_bottom_left,
	output wire a_low_seg7_bottom_right,
	output wire a_low_seg7_up_left,
	output wire a_low_seg7_up_right,
	output wire a_high_seg7_up,
	output wire a_high_seg7_middle,
	output wire a_high_seg7_bottom,
	output wire a_high_seg7_bottom_left,
	output wire a_high_seg7_bottom_right,
	output wire a_high_seg7_up_left,
	output wire a_high_seg7_up_right,
	output wire b_low_seg7_up,
	output wire b_low_seg7_middle,
	output wire b_low_seg7_bottom,
	output wire b_low_seg7_bottom_left,
	output wire b_low_seg7_bottom_right,
	output wire b_low_seg7_up_left,
	output wire b_low_seg7_up_right,
	output wire b_high_seg7_up,
	output wire b_high_seg7_middle,
	output wire b_high_seg7_bottom,
	output wire b_high_seg7_bottom_left,
	output wire b_high_seg7_bottom_right,
	output wire b_high_seg7_up_left,
	output wire b_high_seg7_up_right,
	output wire sum_low_seg7_up,
	output wire sum_low_seg7_middle,
	output wire sum_low_seg7_bottom,
	output wire sum_low_seg7_bottom_left,
	output wire sum_low_seg7_bottom_right,
	output wire sum_low_seg7_up_left,
	output wire sum_low_seg7_up_right,
	output wire sum_high_seg7_up,
	output wire sum_high_seg7_middle,
	output wire sum_high_seg7_bottom,
	output wire sum_high_seg7_bottom_left,
	output wire sum_high_seg7_bottom_right,
	output wire sum_high_seg7_up_left,
	output wire sum_high_seg7_up_right
	);
	reg push_sum;
	reg [7:0] sw_load_a;
	reg [7:0] sw_load_b;
	reg [7:0] bus_sum_out;
	reg [7:0] bus_sum_through;
	reg bus_overflow;
	assign leds_red_a = sw_load_a;
	assign leds_red_b = sw_load_b;
	assign leds_green_sum = bus_sum_out;
	reg btn_sum_r;
	reg btn_sum_rr;
	always @(posedge clk) begin
		btn_sum_r <= btn_sum;
		btn_sum_rr <= btn_sum_r;
		push_sum <= btn_sum_rr & ~btn_sum_r;
		sw_load_a <= sw_load_a_raw;
		sw_load_b <= sw_load_b_raw;
	end
	always @(posedge clk) begin
		if (!btn_reset) begin
			bus_sum_out <= { 8'b0 };
			led_overflow <= { 1'b0 };
		end else if (push_sum) begin
			bus_sum_out <= bus_sum_through;
			led_overflow <= bus_overflow;
		end
	end
	reg [8:0] temp_sum;
	always @(posedge clk) begin
		temp_sum = sw_load_a + sw_load_b;
		bus_overflow = temp_sum[8];
		bus_sum_through = temp_sum[7:0];
	end
	module_hex_to_7seg
	m_hex_to_7seg_a_low (
		.hex (sw_load_a[3:0]),
		.up (a_low_seg7_up),
		.middle (a_low_seg7_middle),
		.bottom (a_low_seg7_bottom),
		.bottom_left (a_low_seg7_bottom_left),
		.bottom_right (a_low_seg7_bottom_right),
		.up_left (a_low_seg7_up_left),
		.up_right (a_low_seg7_up_right)
	);
	module_hex_to_7seg
	m_hex_to_7seg_a_high (
		.hex (sw_load_a[7:4]),
		.up (a_high_seg7_up),
		.middle (a_high_seg7_middle),
		.bottom (a_high_seg7_bottom),
		.bottom_left (a_high_seg7_bottom_left),
		.bottom_right (a_high_seg7_bottom_right),
		.up_left (a_high_seg7_up_left),
		.up_right (a_high_seg7_up_right)
	);
	module_hex_to_7seg
	m_hex_to_7seg_b_low (
		.hex (sw_load_b[3:0]),
		.up (b_low_seg7_up),
		.middle (b_low_seg7_middle),
		.bottom (b_low_seg7_bottom),
		.bottom_left (b_low_seg7_bottom_left),
		.bottom_right (b_low_seg7_bottom_right),
		.up_left (b_low_seg7_up_left),
		.up_right (b_low_seg7_up_right)
	);
	module_hex_to_7seg
	m_hex_to_7seg_b_high (
		.hex (sw_load_b[7:4]),
		.up (b_high_seg7_up),
		.middle (b_high_seg7_middle),
		.bottom (b_high_seg7_bottom),
		.bottom_left (b_high_seg7_bottom_left),
		.bottom_right (b_high_seg7_bottom_right),
		.up_left (b_high_seg7_up_left),
		.up_right (b_high_seg7_up_right)
	);
	module_hex_to_7seg
	m_hex_to_7seg_sum_low (
		.hex (bus_sum_out[3:0]),
		.up (sum_low_seg7_up),
		.middle (sum_low_seg7_middle),
		.bottom (sum_low_seg7_bottom),
		.bottom_left (sum_low_seg7_bottom_left),
		.bottom_right (sum_low_seg7_bottom_right),
		.up_left (sum_low_seg7_up_left),
		.up_right (sum_low_seg7_up_right)
	);
	module_hex_to_7seg
	m_hex_to_7seg_sum_high (
		.hex (bus_sum_out[7:4]),
		.up (sum_high_seg7_up),
		.middle (sum_high_seg7_middle),
		.bottom (sum_high_seg7_bottom),
		.bottom_left (sum_high_seg7_bottom_left),
		.bottom_right (sum_high_seg7_bottom_right),
		.up_left (sum_high_seg7_up_left),
		.up_right (sum_high_seg7_up_right)
	);
endmodule
==> flow_metrics.env <==
# yosys + openroad results
export IMPL_status="finished clean"
export IMPL_path_cells="nand2b_4 -> or3b_1 -> o21ai_1 -> a22o_2 -> clkdlybuf4s50_1"
export IMPL_fillers=366
export IMPL_hold_violations=0
export IMPL_cp_depth=5
export IMPL_internal_power_mw=0.782
export IMPL_postSynthSeqShare_pct=31.1
export IMPL_viasPerCell=5.14
export IMPL_antenna_found_initial=0
export IMPL_port_buffers=85
export IMPL_pwr_share_clk_pct=25.4
export IMPL_finalCriticalPeriod_ns=2.77
export IMPL_chipArea_um2=5040
export IMPL_cts_tree="yes"
export IMPL_cp_top_family="simple AND/OR/NAND/NOR gates"
export IMPL_worstSetupEndpointType="output port"
export IMPL_r2r_end="bus_overflow$_DFF_P_"
export IMPL_drt_initial_drc_count=50
export IMPL_row_count=24
export IMPL_critPathMaxFanout=11
export IMPL_startpoint="sw_load_a[2]$_DFF_P_"
export IMPL_grt_total_usage_pct=19.6
export IMPL_critPathKind="flop to output port"
export IMPL_skew_ns=0.000953
export IMPL_endpoint="a_low_seg7_up"
export IMPL_power_switching_mw=0.283
export IMPL_critPathRequiredTime_ns=2.88
export IMPL_clockBufferDepth=2
export IMPL_gp_congestion=0.854
export IMPL_route_detailed_drc=0
export IMPL_initCoreUtil_pct=53.2
export IMPL_grt_pass1_vias=1820
export IMPL_hold_class="flop to flop"
export IMPL_worst_setup_path_start_kind="flop"
export IMPL_whs_path_depth=0
export IMPL_max_stage_delay_ns=0.54
export IMPL_area_growth_synth_to_final_pct=36.3
export IMPL_crit_slowest_cell="dfxtp_1"
export IMPL_grt_max_degree=17
export IMPL_cts_hold_buf=0
export IMPL_p_per_area_nw_per_um2=328
export IMPL_crit_arrival_ns=2.05
export IMPL_final_max_slew_viol_count=0
export IMPL_drtAntennaViolNets=0
export IMPL_final_period_utilization_pct=76.9
export IMPL_reg2regPathDepth=8
export IMPL_rsz0062_at_grt="false"
export IMPL_drv_cap=0
export IMPL_wl_um=4760
export IMPL_setup_violations=0
export IMPL_worst_slew_pin_slew_ns=0.509
export IMPL_die_x_um=71.0
export IMPL_timing_rr_start="sw_load_b[0]$_DFF_P_"
export IMPL_ir_worst_vdd_v=0.000330
export IMPL_fmax_mhz=361
export IMPL_firstDrtPassIters=18
export IMPL_grt_ovfl_total=0
export IMPL_cts_max_level=2
export IMPL_synth_cell_type_count=43
export IMPL_sw_frac_of_total_pct=26.6
export IMPL_drive_gt1_share_pct=5.39
export IMPL_cts_num_sinks=37
export IMPL_synth_chip_area_um2=2380
export IMPL_slew_headroom_pct=66.0
export IMPL_cts_resized=0
export IMPL_p_leak_nw=1.31
export IMPL_final_util_pct=72.5
export IMPL_rrSetupSlack_ns=1.52
export IMPL_wire_per_inst_um=11.3
export IMPL_power_frac_seq_pct=47.5
export IMPL_clkSlewWorstSetupHoldPaths_ns=0.07
export IMPL_grt_pass1_wl_um=8000
export IMPL_syn_area_um2=2380
export IMPL_combPwrFrac_pct=27.1
export IMPL_cts_inserted_buffers=5
export IMPL_cts_root_buf="clkbuf_8"
export IMPL_num_vias=2175
export IMPL_tns_ns=0
export IMPL_antenna_cells=0
export IMPL_clock_latency_ns=0.28
export IMPL_yosys_warnings=1
export IMPL_warning_count=26
export IMPL_dp_hpwl_um=3410
export IMPL_die_y_um=71.0
export IMPL_floorplan_io_pins=86
export IMPL_synth_flops=37
export IMPL_critPathBufInv=1
export IMPL_core_area_um2=4470
export IMPL_yosysCellCount=302
export IMPL_avgSynthCellArea_um2=7.88
export IMPL_syn_inst=302
export IMPL_cts_setup_buffers=0
synth_stat cells:
cell type / n / area [µm²]
nor2_1: 30 / 113
a22o_2: 2 / 20.0
a22o_1: 5 / 43.8
a211oi_1: 1 / 7.51
nor2b_4: 2 / 27.5
fa_1: 1 / 20.0
inv_1: 15 / 56.3
mux2_2: 2 / 22.5
o21ai_0: 24 / 120
xor2_1: 1 / 8.76
or3b_1: 2 / 17.5
dfxtp_1: 37 / 741
a21oi_1: 19 / 95.1
or3_1: 1 / 6.26
or2_2: 2 / 12.5
a21boi_0: 4 / 30.0
buf_6: 4 / 45.0
nand2b_4: 2 / 27.5
o211ai_1: 1 / 7.51
ha_1: 8 / 100
nand3b_1: 1 / 7.51
nor2b_1: 14 / 87.6
xnor2_1: 8 / 70.1
o21bai_1: 1 / 7.51
o21ai_2: 1 / 8.76
maj3_1: 1 / 10.0
nand3_1: 5 / 25.0
clkbuf_2: 1 / 5.00
a21o_1: 2 / 15.0
a21boi_2: 1 / 11.3
o21ai_1: 2 / 10.0
buf_2: 14 / 70.1
clkbuf_1: 5 / 18.8
o31ai_1: 5 / 37.5
and3_1: 2 / 12.5
mux2i_1: 14 / 140
o22ai_1: 10 / 62.6
o21a_1: 3 / 22.5
o31a_1: 3 / 26.3
o32ai_1: 3 / 26.3
nor3_1: 3 / 15.0
nand2_1: 33 / 124
nand2b_1: 7 / 43.8
registers in the layout, summed over array words and instances, names as in the netlist:
name,cells
bus_sum_through,8
sw_load_a,8
led_overflow,1
sw_load_b,8
push_sum,1
btn_sum_r,1
bus_sum_out,8
btn_sum_rr,1
bus_overflow,1
area by class of cell:
| type | instances | area, µm² | area share, % |
|---|---|---|---|
| Clock buffer | 5 | 68.8 | 2.12 |
| Timing Repair Buffer | 85 | 851 | 26.2 |
| Clock inverter | 3 | 17.5 | 0.540 |
| Tap cell | 52 | 65.1 | 2.01 |
| Sequential cell | 37 | 741 | 22.8 |
| Inverter | 15 | 56.3 | 1.74 |
| Multi-Input combinational cell | 226 | 1440 | 44.5 |
layout by cell type (no fill, tap or decap), types with 8 or more instances in the layout:
master | synthesis | final
clkdlybuf4s50_1 | 0 | 85
dfxtp_1 | 37 | 37
nand2_1 | 33 | 33
nor2_1 | 30 | 30
o21ai_0 | 24 | 24
a21oi_1 | 19 | 19
inv_1 | 15 | 15
nor2b_1 | 14 | 14
mux2i_1 | 14 | 14
o22ai_1 | 10 | 10
xnor2_1 | 8 | 8
ha_1 | 8 | 8
layer usage:
metal  vias up  track usage [%]  wire [µm]  share of wire [%]
met5         -                0          0                  0
met4         0             1.78         28               0.59
met3         4             5.35        336                7.1
met2        60             28.8       1960                 41
met1       933             30.9       2430                 51
li1       1178                -          -                  -
stage by stage:
step	setup WS (ns)	power [mW]	hold WS [ns]	instances	area [µm²]
2_1_floorplan	1.79	0.652	0.331	302	2380
3_3_place_gp	1.17	0.803	0.342	415	3160
3_5_place_dp	1.14	0.804	0.344	415	3160
4_1_cts	0.810	1.08	0.357	423	3240
5_1_grt	0.719	1.14	0.359	423	3240
6_report	0.831	1.06	0.356	423	3240
power groups by stage:
stage,clock (mW),combinational [mW],sequential [mW]
final,0.270,0.289,0.506
after CTS,0.283,0.292,0.506
after global routing,0.298,0.325,0.516
worst min path at each step:
stage            startpoint  slack (ns)            endpoint
4_1_cts   btn_sum_r$_DFF_P_        0.36  btn_sum_rr$_DFF_P_
5_1_grt   btn_sum_r$_DFF_P_        0.36  btn_sum_rr$_DFF_P_
6_report  btn_sum_r$_DFF_P_        0.36  btn_sum_rr$_DFF_P_
cell families after synthesis:
kind of cell / after synthesis / share of synthesized area (%)
AND-OR/OR-AND: 87 / 23.2
XOR/XNOR: 9 / 3.31
adder cells (fa/ha/maj): 10 / 5.47
buffers and inverters: 39 / 8.21
flip-flops: 37 / 31.1
multiplexers: 16 / 6.84
AND/OR/NAND/NOR: 104 / 21.8
Power figures rest on the tool's default switching activity, not on a simulated workload.
