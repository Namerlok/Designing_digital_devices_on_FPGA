$ cat design.v
module module_button_push (
    input wire clk,
	 input wire btn,
	 output wire push
);
	 reg btn_r;
	 reg btn_rr;
	 assign push = btn_rr & ~btn_r;
	 always @(posedge clk) begin
	     btn_r <= btn;
		  btn_rr <= btn_r;
	 end
endmodule
module module_sw (
    input wire clk,
	 input wire sw_raw,
	 output reg sw
); 
	 always @(posedge clk)
	     sw <= sw_raw;
endmodule
module module_shift_register
   #( parameter BITS = 8 ) (
   input wire clk,
   input wire reset,
   input wire push_left,
   input wire push_right,
   input wire load_left,
   input wire load_right,
   output reg [BITS - 1:0] register
);
   always @(posedge clk) begin
	    if (reset)
		     register <= { BITS { 1'b0 } };
	    else begin
		     if (push_left & ~push_right)
			       register <= { register[BITS - 1:1], load_right };
			  if (push_right & ~push_left)
			       register <= { load_left, register[BITS - 2:0] };
		 end
	end
endmodule
module old_shift_counter
    #( parameter BITS = 8 ) (
    input wire btn_shift_left,
	 input wire btn_shift_right,
	 input wire sw_load_left_raw,
	 input wire sw_load_right_raw,
    input wire btn_reset,
	 input wire clk,
    output wire [BITS - 1:0] leds
);
    wire push_left;
	 wire push_right;
	 wire sw_load_left;
	 wire sw_load_right;
	 wire [BITS - 1:0] shift_register_bus;
	 assign leds = shift_register_bus;
    module_button_push
	 m_btn_push_left (
	     .clk (clk),
		  .btn (btn_shift_left),
		  .push (push_left)
	 );
	 module_button_push
	 m_btn_push_right (
	     .clk (clk),
		  .btn (btn_shift_right),
		  .push (push_right)
	 );
	 module_sw
	 m_sw_load_left (
	     .clk (clk),
		  .sw_raw (sw_load_left_raw),
		  .sw (sw_load_left)
	 );
	 module_sw
	 m_sw_load_right (
	     .clk (clk),
		  .sw_raw (sw_load_right_raw),
		  .sw (sw_load_right)
	 );
	 module_shift_register
	 m_shift_register (
	    .clk (clk),
		 .reset (~btn_reset),
		 .push_left (push_left),
		 .push_right (push_right),
		 .load_left (sw_load_left),
		 .load_right (sw_load_right),
		 .register (shift_register_bus)
	 );
endmodule
$ cat constraint.sdc
current_design old_shift_counter

set clk_period 1.7
set clk_io_pct 0.2

create_clock -name clk0 -period $clk_period [get_ports {clk}]

set non_clock_inputs [all_inputs -no_clocks]
set_input_delay [expr $clk_period * $clk_io_pct] -clock clk0 $non_clock_inputs
set_output_delay [expr $clk_period * $clk_io_pct] -clock clk0 [all_outputs]
$ cat config.mk
export PLATFORM = sky130hd
export DESIGN_NAME = old_shift_counter
export DESIGN_NICKNAME = old_shift_counter
export VERILOG_FILES = /design/flow/design.v
export SDC_FILE = /design/flow/constraint.sdc
export NUM_CORES = 4
export LEC_CHECK = 1
export CORE_AREA = 10 10 70 70
export DIE_AREA = 0 0 80 80
$ cat run.sh
#!/bin/bash
# OpenROAD 26Q1-2900-gdf79404cd8, Yosys 0.63+post, stock flow scripts
make -C /OpenROAD-flow-scripts/flow DESIGN_CONFIG=/design/flow/config.mk WORK_HOME=/design/flow/orfs finish
==> summary.txt <==
Implementation summary

The via count of the first global-routing pass is 165. Derived from the worst setup path, the maximum achievable clock frequency is 0.7223 GHz. The core region is 0.003416 mm^2. The peak supply drop is 0.0006196 V. The power per unit of standard cell area is 921.9 mW/mm^2. The global-route wire length before repair is 690 um. The skew report gives the latency at the later pin of the worst-skew pair as 0.25 ns. The number of design rule violations left after detail routing is 0. The highest net fanout along the worst path is 2. The wire length per cell is 5.679 um. The number of buffers inserted during clock tree synthesis is 3. The hold-fix buffer count after cts is 0. Endpoints with negative setup slack in the final report add up to 0. The total count of max-transition violations in the final report is 0. The power dissipated by switching net loads is 0.06454 mW. The die width is 80 um. The path type of the worst setup path is flip-flop to output port.

In this run, flip-flops and latches consume 56.0% of the power. Net switching is 17.93% of the power. The combinational share of power is 6.6%. The time the worst path needs with I/O delays and setup is 1.385 ns. The worst hold-check slack is 0.3392 ns. Broken down by cell family, the worst path's largest delay share belongs to buffers and inverters. The multi-input combinational cells in the finished layout cover a total of 80.08 um^2.

The cell with the largest stage delay on the worst path is clkdlybuf4s50_1. The synthesized design contains 0 enable-type register cells. The run finished with clean final reports. The leading area contributor after synthesis is dfxtp_1. TritonCTS built the clock tree. Before any placement, the netlist area is recorded as 266.5 um^2. The chip area line in the Yosys stat output reads 266.5 um^2.

The number of antenna violations at the first check in global routing is 0. The synthesis report lists the Yosys warning total as 3. The number of detailed-routing iterations run before antenna repair is 2. Max-cap violations in this run came to 0. The longest clock path from root to sink contains 2 buffers. For reference, the critical path cell chain is clkdlybuf4s50_1.

After synthesis, flip-flops and latches occupy 60.09% of the total area. Once the clock tree was built, the resizer swapped 0 gates to a different size. The H-tree depth reported by CTS is 1.

The count of inserted antenna diode cells is 0. The number of buffers inserted by port buffering is 7. The analysis attributes to cell leakage a power of 0.1540 nW. Clock-pin slew was measured on the worst setup and hold paths at 0.05 ns. Per the synthesis report, the number of distinct cell types is 10. The worst setup path is captured at an output port. Total power for the finished layout comes to 0.3599 mW. The fill cell total of the finished layout is 399.

The register bit count reported by yosys is 8. The average size of a mapped cell is 11.59 um^2. The layer flagged by global routing as most heavily used is met2.

The cell count after synthesis is 23. The final weighted congestion recorded by global placement is 0.6098. The floorplan report gives the top-level pin count as 14. The area used by sequential logic in the layout is 160.2 um^2. The synthesis report lists the most area-consuming cells as dfxtp_1 (60%), buf_4 (17%), nor2b_4 (5.2%). The most popular library cell in the synthesized design by count is dfxtp_1. The area of the die is 0.006400 mm^2. Of the available clock period, the critical path in the final layout requires 81.44%. For the worst setup path, the data required time is 1.36 ns. The met2 track demand over resource in global routing is 2.087%.

The via-per-instance ratio is 2.013. Yosys stat counts 23 cells in the synthesized netlist. The fraction of layout instances using a drive strength above 1 is 12.50%. Per the GRT congestion report, total overflow comes to 0. The maximum clock skew at final layout is 0.004896 ns.

The top-area cell type share of the netlist area is 60.09%. Across all stage logs, warnings added up to 25. Per the final timing report, the hold violations number 0. Per the repair_timing log after CTS, setup buffers inserted total 0. The final layout reports a setup TNS of 0 ns. The share of power burned in the clock network is 37.4%.

The number of buffers and inverters on the critical path is 1. The number of violations reported at the end of detailed-routing iteration 0 is 1. In the floorplan report the effective utilization is 7.802%. In this run the worst hold path is classified as flip-flop to flip-flop. Data on the critical path arrives at its endpoint at 1.04 ns.

The initialized floorplan defines 21 standard-cell rows. The total track usage is 1.393%. Relative to the synthesized area, the layout overhead comes to 46.48%. The design internal power is 0.2954 mW. Setup repair after global routing left no endpoint under its margin.

Once detail routing completed, the nets flagged for antenna violations numbered 0. For reference, the top cells by count after synthesis are dfxtp_1 (8), buf_4 (6), nand2_1 (2). met1 track demand over resource after global routing is 1.071%. The clock root buffer is clkbuf_4. The worst setup path is launched from a flip-flop.

Entering global routing, the biggest net connects 5 pins. The proportion of register bits with asynchronous set or reset after synthesis is 0%. The global routing report lists met3 layer usage as 1.932%. The count of clock tree sinks is 8. The total detailed-routing wirelength is 443 um. The height of the die is 80 um. The routed layout has 157 vias.

For this run, the leading register cell type out of synthesis is dfxtp_1. The largest stage delay on the critical path is 0.47 ns.
-- power groups by stage --
stage,clock network [mW],registers (mW),logic [mW]
final,0.134,0.202,0.0238
after global routing,0.154,0.202,0.0267
after CTS,0.142,0.202,0.0249
-- area by class of cell --
type,count,share of cell area [%]
repair buffers,7,17.95
well taps,46,14.74
flip-flops and latches,8,41.03
clock buffers,3,5.769
multi-input cells,14,20.51
-- state kept, by name, summed over array words and instances (netlist names) --
name,count
m_shift_register.register,2
m_btn_push_left.btn_r,1
m_btn_push_left.btn_rr,1
m_btn_push_right.btn_r,1
m_btn_push_right.btn_rr,1
m_sw_load_left.sw,1
m_sw_load_right.sw,1
-- metrics by stage --
step | cells | setup slack [ns] | utilization (%) | instance area [um^2]
floorplan | 28 | 0.8909 | - | 285.3
global placement | 75 | 0.4423 | 10.77 | 367.9
detailed placement | 75 | 0.4352 | 10.77 | 367.9
CTS | 78 | 0.2948 | 11.43 | 390.4
global route | 78 | 0.2604 | 11.43 | 390.4
finish | 78 | 0.3155 | 11.43 | 390.4
-- cell families (layout without fill, tap and decap cells) --
group	count (synthesis)	in the layout	share of synthesized area (%)
other	1	6	1.407
AOI/OAI and AO/OA	4	4	11.27
buffers and inverters	6	10	16.90
and+or+nand+nor	4	4	10.33
DFF	8	8	60.09
-- final timing paths --
check	from	to	slack, ns	cells after the start
worst min register to register	m_btn_push_right.btn_r	m_btn_push_right.btn_rr	0.34	0
worst min-delay path	m_btn_push_right.btn_r	m_btn_push_right.btn_rr	0.34	0
worst max-delay path	m_shift_register.register[7]	leds[7]	0.32	1
worst max register to register	m_btn_push_right.btn_r	m_shift_register.register[0]	0.85	3
-- layer usage --
layer | wire length, um | share of wire, % | vias to the layer above
li1 | - | - | 82
met1 | 150 | 34 | 65
met2 | 206 | 47 | 10
met3 | 86 | 19 | 0
met4 | 0 | 0 | 0
met5 | 0 | 0 | -
-- placed cells by master (no fill, tap or decap), drive strengths merged --
master         synthesis  routed
a21oi                  1       1
a41o                   1       1
clkbuf                 0       3
clkdlybuf4s50          0       7
conb                   1       6
dfxtp                  8       8
nand2                  2       2
nand2b                 1       1
nor2b                  1       1
o211ai                 1       1
o31ai                  1       1
Power is estimated from default activity; no workload was simulated.
