[flow/design.v]
module counter (
	input clock,
	input reset,
	input butt_add,
	input butt_sub,
	output reg [6:0] sevenseg
);
reg butt_r_add;
reg butt_rr_add;
reg push_add;
reg butt_r_sub;
reg butt_rr_sub;
reg push_sub;
reg [3:0] num;
always@(posedge clock)
begin
	if(!reset)
	begin
		sevenseg <= 0;
		num <= 0;
	end
	else if(push_add)
		num <= num + 4'h1;
	else if(push_sub)
	begin
		if (num != 4'h0)
			num <= num - 4'h1;
	end
	sevenseg <= (num == 4'h0) ? 7'b1000000:
		    (num == 4'h1) ? 7'b1111001:
  		    (num == 4'h2) ? 7'b0100100:
		    (num == 4'h3) ? 7'b0110000:
		    (num == 4'h4) ? 7'b0011001:
		    (num == 4'h5) ? 7'b0010010:
		    (num == 4'h6) ? 7'b0000010:
		    (num == 4'h7) ? 7'b1111000:
		    (num == 4'h8) ? 7'b0000000:
		    (num == 4'h9) ? 7'b0010000:
		    (num == 4'ha) ? 7'b0001000:
		    (num == 4'hb) ? 7'b0000011:
		    (num == 4'hc) ? 7'b1000110:
		    (num == 4'hd) ? 7'b0100001:
		    (num == 4'he) ? 7'b0000110:
		    7'b0001110;
end
always@(posedge clock)
begin
	butt_r_add <= butt_add;
	butt_rr_add <= butt_r_add;
	push_add <= butt_rr_add & ~butt_r_add;
end
always@(posedge clock)
begin
	butt_r_sub <= butt_sub;
	butt_rr_sub <= butt_r_sub;
	push_sub <= butt_rr_sub & ~butt_r_sub;
end	
endmodule
[flow/run.sh]
#!/bin/bash
# OpenROAD 26Q1-2900-gdf79404cd8, Yosys 0.63+post, stock flow scripts
make -C /OpenROAD-flow-scripts/flow DESIGN_CONFIG=/design/flow/config.mk WORK_HOME=/design/flow/orfs finish
[flow/config.mk]
export PLATFORM = sky130hd
export DESIGN_NAME = counter
export DESIGN_NICKNAME = counter
export VERILOG_FILES = /design/flow/design.v
export SDC_FILE = /design/flow/constraint.sdc
export NUM_CORES = 4
export LEC_CHECK = 1
export CORE_AREA = 10 10 73 73
export DIE_AREA = 0 0 83 83
[flow/constraint.sdc]
current_design counter

set clk_period 2.1
set clk_io_pct 0.2

create_clock -name clk0 -period $clk_period [get_ports {clock}]

set non_clock_inputs [all_inputs -no_clocks]
set_input_delay [expr $clk_period * $clk_io_pct] -clock clk0 $non_clock_inputs
set_output_delay [expr $clk_period * $clk_io_pct] -clock clk0 [all_outputs]
==> results.txt <==
Status -> completed
Pin slew with the least headroom to its limit -> 0.569 ns
Detailed-route DRC error count -> 0
Hold_sp -> butt_r_add
Worst setup EP type -> flip-flop
Total gr overflow -> 0
R2R cell count -> 5
Area fraction in xor and xnor cells -> 0%
Multiplexer share -> 2.40%
AO/OA Area Share -> 20.7%
Setup Skew -> 0.00199 ns
Setup tns final -> 0 ns
NetSw -> 239 uW
Yosys top cell area share -> 40.8%
Antenna-violating nets left -> 0
Tcrit/Tclk final -> 86.4%
Cell Chain, Critical Path -> inv_1 > ha_1 > or4b_1 > a221oi_2 > a31o_1
WP data arrival -> 2.01 ns
Hold EP -> butt_rr_add
Post-layout min period -> 1.81 ns
Worst slack at placement -> 0.310 ns
Worst setup SP type -> flip-flop
Clock sink count -> 17
Crit-path max cell delay -> 0.56 ns
Synth unique cells -> 39
Clock Latency Late Sink -> 0.25 ns
Vias in the first global route -> 644
IO Pins -> 11
Class of the worst hold path -> flip-flop to flip-flop
Max Cap Viol -> 0
Initial antenna violation count -> 0
Antenna diode count -> 0
Seq pwr share -> 45.4%
Via count -> 652
Final GP Congestion -> 0.795
Die W -> 83 um
Clock Path Buffers -> 2
Wire per inst -> 10.7 um
Slew Limit Fails -> 0
Tool warnings -> 29
Crit Reg-Reg Endpoint -> sevenseg[0]
Max Clock Freq -> 551 MHz
Kind of critical path -> flip-flop to flip-flop
First DRT Iteration DRCs -> 126
Setup Viol. Count Final -> 0
Logic pwr share -> 28.1%
Yosys adder share -> 7.51%
CTS tree -> yes
Pwr per Cell Area -> 873 nW/um2
Drt pass-1 iters -> 4
Ys flops -> 17
Simple Share, Synth -> 22.4%
CTS H-tree lvls -> 1
Total track usage -> 4.57%
DP HPWL -> 1130 um
Seq share, synth -> 40.8%
Lkg Pwr -> 0.371 nW
Power after layout -> 886 uW
DP Area -> 968 um2
Pin count of the biggest net entering global routing -> 19
WHS Path Cells -> 0
Number of CTS-inserted buffers -> 3
Cell at the root of the clock tree -> clkbuf_8
Initial Util -> 22.3%
Chip area -> 6890 um2
Largest area contributor in the netlist -> dfxtp_1
Reg2reg start -> num[1]
Setup ws final -> 0.286 ns
Main logic family after synthesis -> simple AND/OR/NAND/NOR gates
Top cells by area -> dfxtp_1 (41%), ha_1 (7.5%), nor2b_1 (3.8%)
Filler cell count -> 416
Yosys Instances -> 88
Core area -> 3740 um2
Syn Area/Cell -> 9.47 um2
Syn Inst Count -> 88
Post-CTS Resized -> 0
RSZ-0062 raised after global routing -> no
Switching share of power -> 27.0%
First-pass GRT wire length -> 2820 um
Synth Cell Area -> 833 um2
Post-CTS Setup Bufs -> 0
Relative slew margins -> 62.0%
Peak supply drop -> 0.000511 V
Die y size -> 83 um
Chip area estimate from yosys synthesis -> 833 um2
Register area -> 340 um2
Layout area overhead -> 21.8%
Yosys warns -> 1
Worst-path clk slew -> 0.06 ns
Crit path max fanout -> 13
Final hold slack -> 0.352 ns
Worst Path Required -> 2.29 ns
Clock Power Share -> 26.5%
R2r setup slk -> 0.29 ns
Int Power -> 647 uW
Logic area -> 442 um2
Rows -> 22
Fin. Hold Viols -> 0
Fin area -> 1010 um2
WL final -> 1550 um
Share of cells above drive strength 1 -> 13.4%
Hold Buf Count CTS -> 0
DR vias/cell -> 4.50
Port-buffer cells -> 10
Slowest-stage cell, CP -> or4b_1
cells by family after synthesis:
| kind of cell | count (synthesis) |
|---|---|
| multiplexers | 2 |
| flip-flops | 17 |
| buffers and inverters | 11 |
| adder cells (fa/ha/maj) | 5 |
| AND/OR/NAND/NOR | 32 |
| AND-OR/OR-AND | 21 |
worst max-delay path by stage:
stage                  to  depth (start not counted)    from
global route  sevenseg[0]                          5  num[1]
finish        sevenseg[0]                          5  num[1]
CTS           sevenseg[0]                          5  num[1]
sequential cells by signal, indices dropped and copies added, names as in the netlist:
| register | count |
|---|---|
| butt_rr_sub | 1 |
| push_sub | 1 |
| butt_rr_add | 1 |
| butt_r_add | 1 |
| sevenseg | 7 |
| butt_r_sub | 1 |
| push_add | 1 |
| num | 4 |
layout make-up:
type	instances	area share, %
clock buffers	3	4.07
clock inverters	1	0.493
inverters	5	1.85
multi-input cells	60	43.5
flip-flops and latches	17	33.5
well taps	48	5.92
repair buffers	11	10.6
cell usage after synthesis:
| cell type | n |
|---|---|
| a211oi_2 | 1 |
| nand4_1 | 1 |
| inv_2 | 2 |
| clkbuf_2 | 1 |
| a21o_1 | 1 |
| clkbuf_1 | 3 |
| a32oi_1 | 1 |
| nand3_1 | 1 |
| nand2b_1 | 2 |
| a21boi_1 | 1 |
| a31o_1 | 1 |
| o21ai_1 | 1 |
| nand2_1 | 6 |
| or4_4 | 1 |
| or3_1 | 1 |
| o31ai_1 | 2 |
| ha_1 | 5 |
| o21bai_1 | 2 |
| nor3_1 | 4 |
| a222oi_1 | 2 |
| nor2b_1 | 5 |
| a31oi_1 | 2 |
| o21ai_0 | 2 |
| nor3b_1 | 1 |
| a211oi_1 | 1 |
| a22oi_1 | 1 |
| buf_6 | 1 |
| nor4b_1 | 2 |
| or2_2 | 1 |
| a221oi_2 | 1 |
| mux2i_1 | 2 |
| nor2_1 | 5 |
| dfxtp_1 | 17 |
| buf_2 | 1 |
| inv_1 | 3 |
| o221a_2 | 1 |
| or4b_1 | 1 |
| or3b_4 | 1 |
| a211o_1 | 1 |
cells in the final DEF (no fill, tap or decap):
cell	count
a211o_1	1
a211oi_1	1
a211oi_2	1
a21boi_1	1
a21o_1	1
a221oi_2	1
a222oi_1	2
a22oi_1	1
a31o_1	1
a31oi_1	2
a32oi_1	1
buf_4	1
clkbuf_8	3
clkdlybuf4s50_1	10
clkinv_2	1
dfxtp_1	17
ha_1	5
inv_1	3
inv_2	2
mux2i_1	2
nand2_1	6
nand2b_1	2
nand3_1	1
nand4_1	1
nor2_1	5
nor2b_1	5
nor3_1	4
nor3b_1	1
nor4b_1	2
o21ai_0	2
o21ai_1	1
o21bai_1	2
o221a_2	1
o31ai_1	2
or2_2	1
or3_1	1
or3b_4	1
or4_4	1
or4b_1	1
worst max-delay path, delay by kind of cell (launching register included):
family / cells / cell delay [ns]
AND-OR/OR-AND: 2 / 0.33
adder cells (fa/ha/maj): 1 / 0.34
buffers and inverters: 1 / 0.12
flip-flops: 1 / 0.40
AND/OR/NAND/NOR: 1 / 0.56
power by group through the flow:
stage,logic [mW],clock network (mW),registers [mW]
finish,0.249,0.235,0.403
global route,0.283,0.261,0.410
CTS,0.251,0.246,0.403
through the flow:
stage,cells,utilization [%]
after floorplan,88,-
after global placement,141,25.9
after detailed placement,141,25.9
after CTS,145,27.1
after global routing,145,27.1
final,145,27.1
routing by layer:
layer	wire, um	vias up	global-route usage [%]
li1	-	336	-
met1	766	295	5.72
met2	615	19	7.12
met3	158	2	2.46
met4	5	0	0.154
met5	0	-	0
Power figures rest on the tool's default switching activity, not on a simulated workload.
